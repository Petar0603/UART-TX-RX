`/design/flow/config.mk`:
```
export PLATFORM = sky130hd
export DESIGN_NAME = uart_top
export DESIGN_NICKNAME = uart_top
export VERILOG_FILES = /design/flow/design.v
export SDC_FILE = /design/flow/constraint.sdc
export NUM_CORES = 4
export LEC_CHECK = 1
export CORE_UTILIZATION = 30
```
`/design/flow/design.v`:
```
module baud_generator
#(
	parameter CLK_FREQ = 100_000_000,
	parameter BAUD_RATE = 9600
)
(
	input clk,
	input rst,
	output s_tick
);
	reg[9:0] final_count = (CLK_FREQ / (BAUD_RATE * 16)) - 1;  
	reg [10:0] current_count = 11'd0;  
	reg s_tick_temp = 1'b0;
	always@(posedge clk, posedge rst) begin
		if(rst) begin
			s_tick_temp <= 1'b0;
			current_count <= 11'd0;
		end
		else if(current_count == final_count) begin
			s_tick_temp <= 1'b1;  
			current_count <= 11'd0;
		end
		else begin
			s_tick_temp <= 1'b0;
			current_count <= current_count + 1;
		end
	end
	assign s_tick = s_tick_temp;
endmodule
module uart_receiver
(
	input clk,
	input rst,
	input s_tick,
	input rx,
	output [7:0] dout,
	output rx_done
);
	wire sreg_en_i;
	wire s_tick_counter_en_i;
	wire s_tick_counter_clr_i;
	wire s_tick_counter_s7_i;
	wire s_tick_counter_s15_i;
	wire s_tick_counter_s23_i;
	wire data_counter_en_i;
	wire data_counter_clr_i;
	wire data_counter_s7_i; 
	uart_receiver_datapath rx_datapath
	(
		.clk(clk),
		.rst(rst),
		.rx(rx),
		.dout(dout),
		.sreg_en(sreg_en_i),
		.s_tick_counter_en(s_tick_counter_en_i),
		.s_tick_counter_clr(s_tick_counter_clr_i),
		.s_tick_counter_s7(s_tick_counter_s7_i),
		.s_tick_counter_s15(s_tick_counter_s15_i),
		.s_tick_counter_s23(s_tick_counter_s23_i),
		.data_counter_en(data_counter_en_i),
		.data_counter_clr(data_counter_clr_i),
		.data_counter_s7(data_counter_s7_i)
	);
	uart_receiver_control_unit rx_control_unit
	(
		.clk(clk),
		.rst(rst),
		.s_tick(s_tick),
		.rx(rx),
		.rx_done(rx_done),
		.sreg_en(sreg_en_i),
		.s_tick_counter_en(s_tick_counter_en_i),
		.s_tick_counter_clr(s_tick_counter_clr_i),
		.s_tick_counter_s7(s_tick_counter_s7_i),
		.s_tick_counter_s15(s_tick_counter_s15_i),
		.s_tick_counter_s23(s_tick_counter_s23_i),
		.data_counter_en(data_counter_en_i),
		.data_counter_clr(data_counter_clr_i),
		.data_counter_s7(data_counter_s7_i)
	);
endmodule
module uart_receiver_control_unit
(
	input clk,  
	input rst,  
	input s_tick,  
	input rx,  
	input s_tick_counter_s7,  
	input s_tick_counter_s15,  
	input s_tick_counter_s23,  
	input data_counter_s7,  
	output sreg_en,
	output s_tick_counter_en,
	output s_tick_counter_clr,
	output data_counter_en,
	output data_counter_clr,
	output rx_done
);
	parameter IDLE = 2'b00, START = 2'b01, DATA = 2'b10, STOP = 2'b11;
	reg [1:0] current_state = IDLE;
	reg [1:0] next_state;
	reg rx_done_temp = 1'b0;
	reg sreg_en_temp = 1'b0;
	reg s_tick_counter_en_temp = 1'b0;
	reg s_tick_counter_clr_temp = 1'b0;
	reg data_counter_en_temp = 1'b0;
	reg data_counter_clr_temp = 1'b0;
	always@(posedge clk, posedge rst) begin
		if(rst) begin
			current_state <= IDLE;
		end
		else begin
			current_state <= next_state;
		end
	end
	always@(current_state, rx, s_tick, s_tick_counter_s7, s_tick_counter_s15, s_tick_counter_s23, data_counter_s7) begin
		next_state = current_state;
		sreg_en_temp = 1'b0;
		s_tick_counter_en_temp = 1'b0;
		s_tick_counter_clr_temp = 1'b0;
		data_counter_en_temp = 1'b0;
		data_counter_clr_temp = 1'b0;
		rx_done_temp = 1'b0;
		case(current_state)
			IDLE: begin
				if(!rx) begin  
					s_tick_counter_clr_temp = 1'b1;
					next_state = START;
				end
			end
			START: begin
				if(s_tick) begin
					if(s_tick_counter_s7) begin  
						s_tick_counter_clr_temp = 1'b1;
						data_counter_clr_temp = 1'b1;
						next_state = DATA;
					end
					else begin
						s_tick_counter_en_temp = 1'b1;
					end
				end
			end
			DATA: begin
				if(s_tick) begin
					if(s_tick_counter_s15) begin  
						sreg_en_temp = 1'b1;
						s_tick_counter_clr_temp = 1'b1;
						if(data_counter_s7) begin
							data_counter_clr_temp = 1'b1;
							next_state = STOP;
						end
						else begin
							data_counter_en_temp = 1'b1;
						end
					end 
					else begin
						s_tick_counter_en_temp = 1'b1;
					end
				end
			end
			STOP: begin
				if(s_tick) begin
					if(s_tick_counter_s23) begin
						s_tick_counter_clr_temp = 1'b1;
						rx_done_temp = 1'b1;
						next_state = IDLE;
					end
					else begin
						s_tick_counter_en_temp = 1'b1;
					end
				end
			end
		endcase
	end
	assign rx_done = rx_done_temp;
	assign sreg_en = sreg_en_temp;
	assign s_tick_counter_en = s_tick_counter_en_temp;
	assign s_tick_counter_clr = s_tick_counter_clr_temp;
	assign data_counter_en = data_counter_en_temp;
	assign data_counter_clr = data_counter_clr_temp;
endmodule
module uart_receiver_datapath
(
	input clk,  
	input rst,  
	input rx,
	input sreg_en,
	input s_tick_counter_en,
	input s_tick_counter_clr,
	output s_tick_counter_s7,  
	output s_tick_counter_s15,  
	output s_tick_counter_s23,
	input data_counter_en,
	input data_counter_clr,
	output data_counter_s7,  
	output [7:0] dout  
);
	reg [7:0] sreg = 8'h00;
	reg [4:0] s_tick_counter = 5'd0;  
	reg [2:0] data_counter = 3'b000;  
	always@(posedge clk, posedge rst) begin
		if(rst) begin
			sreg <= 8'h00;
		end
		else if(sreg_en) begin
			sreg <= {rx, sreg[7:1]};  
		end
	end
	always@(posedge clk, posedge rst) begin
		if(rst) begin
			s_tick_counter <= 5'd0;
		end
		else if(s_tick_counter_clr) begin
			s_tick_counter <= 5'd0;
		end
		else if(s_tick_counter_en) begin
			s_tick_counter <= s_tick_counter + 1;
		end
	end
	assign s_tick_counter_s7 = (s_tick_counter == 7)? 1'b1 : 1'b0;
	assign s_tick_counter_s15 = (s_tick_counter == 15)? 1'b1 : 1'b0;
	assign s_tick_counter_s23 = (s_tick_counter == 23)? 1'b1 : 1'b0;
	always@(posedge clk, posedge rst) begin
		if(rst) begin
			data_counter <= 3'b000;
		end
		else if(data_counter_clr) begin
			data_counter <= 3'b000;
		end
		else if(data_counter_en) begin
			data_counter <= data_counter + 1;
		end
	end
	assign data_counter_s7 = (data_counter == 7)? 1'b1 : 1'b0;
	assign dout = sreg;
endmodule
module uart_top
#(
	parameter CLK_FREQ = 100_000_000,  
	parameter BAUD_RATE = 9600
)
(
	input clk,
	input rst,
	input tx_req,  
	input [7:0] din,  
	output tx,  
	output tx_done,  
	input rx,  
	output [7:0] dout,  
	output rx_done,  
	output s_tick  
);
	wire s_tick_i;
	assign s_tick = s_tick_i;
	uart_receiver uart_rx
	(
		.clk(clk),
		.rst(rst),
		.s_tick(s_tick_i),  
		.rx(rx),
		.dout(dout),
		.rx_done(rx_done)
	);
	uart_transmitter uart_tx
	(
		.clk(clk),
		.rst(rst),
		.tx_req(tx_req),
		.din(din),
		.s_tick(s_tick_i),  
		.tx(tx),
		.tx_done(tx_done)
	);
	baud_generator 
	#(
		.CLK_FREQ(CLK_FREQ),
		.BAUD_RATE(BAUD_RATE)
	)
	baud_generator_inst
	(
		.clk(clk),
		.s_tick(s_tick_i),  
		.rst(rst)
	);
endmodule
module uart_transmitter
(
	input clk,
	input rst,
	input tx_req,
	input [7:0] din,
	input s_tick,
	output tx,
	output tx_done
);
	parameter IDLE = 2'b00, START = 2'b01, DATA = 2'b10, STOP = 2'b11;  
	reg [1:0] current_state = IDLE;
	reg [1:0] next_state;
	reg [3:0] s_tick_counter = 4'd0;  
	reg [7:0] sreg = 8'd0;  
	reg [2:0] data_counter = 3'b000;  
	reg tx_done_temp = 1'b0;
	reg tx_temp = 1'b1;
	always@(posedge clk, posedge rst) begin
		if(rst) begin
			current_state <= IDLE;
		end
		else begin
			current_state <= next_state;
		end
	end
	always@(current_state, s_tick, tx_req) begin
		next_state = current_state;
		tx_done_temp = 1'b0;
		case(current_state)
			IDLE: begin
				sreg = 8'd0;
				s_tick_counter = 4'd0;
				data_counter = 3'b000;
				tx_temp = 1'b1;  
				if(tx_req) begin
					sreg = din;  
					s_tick_counter = 4'd0;  
					tx_temp = 1'b0;  
					next_state = START;
				end
			end
			START: begin
				if(s_tick) begin
					if(s_tick_counter == 4'd15) begin  
						s_tick_counter = 4'd0;
						data_counter = 3'b000;  
						tx_temp = sreg[0];  
						sreg = sreg >> 1;  
						next_state = DATA;
					end
					else begin
						s_tick_counter = s_tick_counter + 1;
					end
				end
			end
			DATA: begin
				if(s_tick) begin
					if(s_tick_counter == 4'd15) begin  
						s_tick_counter = 4'd0;
						tx_temp = sreg[0];  
						sreg = sreg >> 1;  
						if(data_counter == 3'b111) begin
							tx_temp = 1'b1;  
							next_state = STOP;
						end
						else begin
							data_counter = data_counter + 1;
						end
					end
					else begin
						s_tick_counter = s_tick_counter + 1;
					end
				end
			end
			STOP: begin
				if(s_tick) begin
					if(s_tick_counter == 15) begin
						s_tick_counter = 4'd0;
						tx_done_temp = 1'b1;  
						next_state = IDLE;
					end
				end
				else begin
					s_tick_counter = s_tick_counter + 1;
				end
			end
		endcase
	end
	assign tx = tx_temp;
	assign tx_done = tx_done_temp;
endmodule
```
`/design/flow/constraint.sdc`:
```
current_design uart_top

set clk_period 3.2
set clk_io_pct 0.2

create_clock -name clk0 -period $clk_period [get_ports {clk}]

set non_clock_inputs [all_inputs -no_clocks]
set_input_delay [expr $clk_period * $clk_io_pct] -clock clk0 $non_clock_inputs
set_output_delay [expr $clk_period * $clk_io_pct] -clock clk0 [all_outputs]
```
`/design/flow/run.sh`:
```
#!/bin/bash
# OpenROAD 26Q1-2900-gdf79404cd8, Yosys 0.63+post, stock flow scripts
make -C /OpenROAD-flow-scripts/flow DESIGN_CONFIG=/design/flow/config.mk WORK_HOME=/design/flow/orfs finish
```
==> reports/qor.yml <==
syn_avg_cell_area_um2: 10.59
ys.flop_type: "dfrtp_1"
design.core.area_um2: 6944
cp.required_ns: 2.56
syn_area_um2: 2213
insertion_delay_ns: 0.28
die_w_um: 87.90
worstSetupPathType: "flop to output pin"
vias: 1544
untimed_endpoints: 17
io_pins: 24
top_cell_area_share_pct: 36.18
grt_max_degree: 33
cp_data_arrival_time_ns: 1.86
grt_pass1_wl_um: 6693
cts_root_buf: "clkbuf_8"
viasPerCell: 4.665
setup_viol: 0
rsz0062_at_grt: "false"
drive_above_1_share_pct: 8.511
clkTransAtPathRegs_ns: 0.06
ys.flops: 48
post-route-min-period_ns: 2.496
edf_count: 0
maxCapViolCount: 0
hold_path_class: "flop to flop"
start_kind: "flop"
routedWlPerCell_um: 11.56
hp-start: "baud_generator_inst.current_count[10]"
ir_drop_mv: 0.2165
ys_types: 43
stdcell_area_um2: 2630
finalMaxSlewViolations: 0
fin_util_pct: 37.87
min_period_over_period_pct: 77.99
relSlewSlack_pct: 63.58
top_layer: "met4"
reg2reg_to: "uart_rx.rx_datapath.s_tick_counter[3]"
total_power_uw: 714.3
min_to: "baud_generator_inst.current_count[10]"
area_growth_pct: 18.82
track_usage_pct: 10.94
worstReg2RegStart: "uart_rx.rx_datapath.s_tick_counter[0]"
dr.first_iter.drc_count: 64
unclocked_pins: 16
area_leaders: "dfrtp_1 36%, dlxtn_1 11%, ha_1 11%"
die_area_um2: 7726
fmax_mhz: 400.7
die_h_um: 87.90
cts_setup_buffers: 0
grt-ovfl-total: 0
drtPass1Iterations: 4
yosysCellCount: 209
worst_pin_slew_ns: 0.5452
async_reset_ff_share_pct: 66.67
cts_tree: "yes"
warning_count: 34
hold_violations: 0
leakagePower_nw: 1.202
power_density_nw_per_um2: 271.6
status: "finished, final reports clean"
cts_buffer_depth: 2
hold_depth: 1
critPathMaxFanout: 5
ys_warn_count: 31
row_count: 30
reg2regPathDepth: 7
largest_area_cell: "dfrtp_1"
fp-utilization_pct: 31.87
wl_met2_um: 1608
routed_wirelength_um: 3827
port_buffers: 23
endpoint_kind: "output pin"
holdBufCountCts: 0
timing.setup.tns_ns: 0
wl_met1_um: 1982
h-tree-depth: 2
synth_cells: 209
antenna_found_initial: 0
wl_met3_um: 174
dp_hpwl_um: 2660
final.setup_skew_ns: 0.004591
cts_buffers: 5
cts_resized: 0
antennaDiodeCount: 0
drc: 0
yosysChipArea_um2: 2213
grt_pass1_vias: 1539
r2r_slack_ns: 0.89
routabilityCongestion: 0.8388
place_area_um2: 2552
ant_nets: 0
cells in the final DEF (no fill, tap or decap), drive strengths merged, types with 5 or more instances in the layout:
cell type,Yosys,final
dfrtp,32,32
clkdlybuf4s50,0,23
ha,19,19
dlxtn,16,16
nor2,15,15
mux2,11,11
nand3,10,10
inv,9,9
a21oi,9,9
nand2,8,8
o21ai,6,6
a22o,6,6
xor2,6,6
clkbuf,5,6
xnor2,5,5
registers in the layout (all words and copies together) (netlist names):
signal / count
baud_generator_inst.current_count: 11
uart_rx.rx_datapath.sreg: 8
uart_tx.sreg: 8
uart_rx.rx_datapath.s_tick_counter: 5
uart_tx.s_tick_counter: 4
uart_rx.rx_datapath.data_counter: 3
uart_tx.data_counter: 3
uart_rx.rx_control_unit.current_state: 2
uart_tx.current_state: 2
baud_generator_inst.s_tick_temp: 1
uart_tx.tx_temp: 1
synthesized netlist by cell type, types with 6 or more instances:
| cell | count |
|---|---|
| nand2_1 | 8 |
| inv_1 | 9 |
| o21ai_0 | 6 |
| nor2_1 | 15 |
| nand3_1 | 10 |
| a21oi_1 | 9 |
| a22o_1 | 6 |
| dfrtp_1 | 32 |
| ha_1 | 19 |
| xor2_1 | 6 |
| mux2_2 | 10 |
| dlxtn_1 | 16 |
routing by layer:
layer | GRT usage [%] | vias to the layer above
li1 | - | 793
met1 | 16.23 | 713
met2 | 17.55 | 32
met3 | 2.099 | 6
met4 | 1.490 | 0
met5 | 0 | -
cells by family (layout without fill, tap and decap cells):
family | count (synthesis) | in the layout | share of synthesized area (%)
compound gates | 36 | 36 | 11.36
xor+xnor | 11 | 11 | 4.353
fa+ha+maj | 19 | 19 | 10.74
buf+inv | 14 | 40 | 2.374
flops | 32 | 32 | 36.18
latches | 16 | 16 | 10.85
mux | 13 | 13 | 6.670
simple gates | 68 | 68 | 17.47
worst max-delay path, cell delays in order, from the launching register on:
cell             delay (ns)
dfrtp_1                0.38
ha_1                   0.21
and3b_1                0.27
and4_1                 0.24
clkdlybuf4s50_1        0.48
worst max-delay path by stage:
stage | startpoint | to | slack (ns) | cells past startpoint
final | uart_rx.rx_datapath.s_tick_counter[0] | rx_done | 0.70 | 4
after global routing | uart_rx.rx_datapath.s_tick_counter[0] | rx_done | 0.60 | 4
after CTS | uart_rx.rx_datapath.s_tick_counter[0] | rx_done | 0.69 | 4
power by group:
part	leakage [nW]	total, mW	internal, mW	switching [mW]
registers	0.520	0.406	0.405	0.000401
clock network	0.0410	0.284	0.147	0.136
logic	0.642	0.0248	0.0144	0.0104
total	1.20	0.714	0.567	0.147
area by class of cell:
cell class | count | area (µm²)
Multi-Input combinational cell | 147 | 1120
Sequential cell | 48 | 1041
Fill cell | 688 | 4314
Tap cell | 96 | 120.1
Clock inverter | 1 | 5.005
Inverter | 9 | 33.78
Clock buffer | 6 | 72.57
Timing Repair Buffer | 24 | 237.7
through the flow:
step	worst slack, ns	instances	hold WS, ns
finish	0.7042	331	0.4651
global route	0.5980	331	0.4784
CTS	0.6905	331	0.4701
detailed placement	0.9007	324	0.4560
global placement	0.9432	324	0.4535
floorplan	1.006	209	0.4389
Power and IR drop assume default switching activity.
